`flow/run.sh`:
```
#!/bin/bash
# OpenROAD 26Q1-2900-gdf79404cd8, Yosys 0.63+post, stock flow scripts
make -C /OpenROAD-flow-scripts/flow DESIGN_CONFIG=/design/flow/config.mk WORK_HOME=/design/flow/orfs finish
```
`flow/design.v`:
```
module Trabalho2(I1, I2, I3, I4, a, b, c, d, e, f, g, h, i, j, k, x);
input I1, I2, I3, I4;
output a, b, c, d, e, f, g, h, i, j, k, x;
assign a = (~I2 & I4) | (~I1 & I3) | (I2 & I3) | (I1 & ~I4) | (~I1 & I2 & I4) | (I1 & ~I2 & ~I3);
assign b = (~I1 & ~I3 & ~I4) | (~I1 & ~I2 & I4) | (I1 & ~I2 & ~I4) | (I1 & ~I3 & ~I4);
assign c = (~I1 & ~I3) | (~I3 & I4) | (I1 & ~I2) | (~I1 & I2 & ~I4);
assign d = (I1 & ~I3) | (~I1 & ~I2 & ~I4) | (I2 & ~I3 & I4) | (I2 & I3 & ~I4) | (I1 & ~I2 & I4);
assign e = (~I2 & ~I3 & ~I4) | (I1 & ~I2 & ~I4) | (I1 & I3 & I4) | (I1 & I2 & ~I3) | (~I1 & I2 & I3 & ~I4);
assign f = (~I3 & ~I4) | (I1 & ~I2) | (~I1 & I3 & ~I4) | (~I1 & I2 & ~I4) | (I1 & I3 & I4);
assign g = (I1 & ~I2) | (I1 & I4) | (~I1 & I2 & ~I3) | (~I1 & I2 & ~I4);
assign h = (~I1 & ~I2 & ~I3 & ~I4) | (I1 & I2 & I3 & ~I4);
assign i = (~I1 & ~I2) | (~I1 & I3 & I4);
assign j = (~I1 & ~I2 & ~I4) | (I2 & I3 & ~I4);
assign k = (~I1 & ~I2 & ~I3 & ~I4) | (~I1 & ~I2 & I3 & I4);
assign x = (~I1) | (~I2 & ~I3);
endmodule
```
`flow/config.mk`:
```
export PLATFORM = sky130hd
export DESIGN_NAME = Trabalho2
export DESIGN_NICKNAME = Trabalho2
export VERILOG_FILES = /design/flow/design.v
export SDC_FILE = /design/flow/constraint.sdc
export NUM_CORES = 4
export LEC_CHECK = 1
export CORE_AREA = 10 10 70 70
export DIE_AREA = 0 0 80 80
```
`flow/constraint.sdc`:
```
current_design Trabalho2

set clk_period 2.2
set clk_io_pct 0.2

create_clock -name clk0 -period $clk_period

set non_clock_inputs [all_inputs -no_clocks]
set_input_delay [expr $clk_period * $clk_io_pct] -clock clk0 $non_clock_inputs
set_output_delay [expr $clk_period * $clk_io_pct] -clock clk0 [all_outputs]
```
==> results.cfg <==
; yosys + openroad results
[floorplanning]
rows = 21
chip_width_um = 80
initCoreUtil_pct = 7.03
chipArea_um2 = 6400
num_io_pins = 16
vertical_die_dimension_um = 80
standard_cell_core_area_um2 = 3420

[setup_path]
worstPathMaxFanout = 5
critical_path.startpoint_type = input port
cp.required_ns = 1.76
worstSetupEndpointType = output pin
arrival_ns = 1.70
timing_worst_setup_path_type = input port to output pin

[grt]
maximum_number_of_pins_on_one_net_before_global_route_repair = 12
global_route_wire_length_before_repair_mm = 1.44
first_global_vias = 303
groute.usage.overall_pct = 2.59
grt.overflow.total = 0
grt_antenna_before_repair = 0

[route]
detail_route.antenna_diodes = 0
drt-total-wl_um = 918
dr_total_vias = 343
routedWlPerCell_um = 8.58
drc = 0
route.antenna.remaining_nets = 0
detailedRoute.firstPassIterationCount = 2
per_cell_via_count_in_the_routed_design = 3.21
first_iter_violations = 15

[yosys]
ys_seq_share_pct = 0
yosys-top-cells-area = sky130_fd_sc_hd__buf_6 (9.4%), sky130_fd_sc_hd__mux2_2 (9.4%), sky130_fd_sc_hd__a21oi_1 (8.3%)
yosys.stat.chipArea_um2 = 240
post_synth_instance_area_um2 = 240
yosysWarningCount = 0
synth_largest_type_area_fraction_pct = 9.38
yosys_cells = 36
yosysUniqueCellTypes = 24
synth_area_per_cell_um2 = 6.67
postSynthCellCount = 36
synth_area_leader_cell = sky130_fd_sc_hd__buf_6

[job]
warning_count = 34
maxCapViolations = 0

[sta]
rsz_0062_raised_after_global_routing = yes
finalHoldViolations = 0
worst_pin_slew_ns = 0.206
final_period_minus_worst_setup_slack_ns = 2.14
totalNegativeSetupSlack_ns = 0
share_of_the_clock_period_used_by_the_worst_path_after_layout_pct = 97.4
max_clock_freq_mhz = 467
setup-violations-final = 0
timing_max_transition_violations_final = 0
slew-limit-headroom_pct = 86.1

[place]
gpl.final_weighted_congestion = 0.774
detailed_place_hpwl_um = 739
port_buffers = 16

[hold_path]
worstHoldStart = I2
hold-path-cell-count = 4
hold_path_class = input port to output pin
hold-path-endpoint = k

[power_and_ir_drop]
power.total_w = 0.0000959
power_leakage_nw = 0.260
pwr-share-clk_pct = 0
sequential_fraction_of_design_power_pct = 0
pwr_density_cell_nw_per_um2 = 174
comb_power_share_pct = 100.0
intPower_w = 0.0000604
switch_pwr_w = 0.0000355
vdd_drop_max_mv = 0.0283
sw_ratio_pct = 37.0

[cells_and_area]
area.growth.synth_to_final_pct = 130
final_util_pct = 16.2
sequential_cell_area_um2 = 0
layout.sequential_cells = 0
layout.clock_buffers = 0
drive_above_1_share_pct = 32.8

[status]
outcome = finished, final reports clean
## cells in the mapped netlist, drive strengths merged
master / n
nor2: 1
nand3: 1
and2b: 1
nand2b: 3
buf: 4
a31oi: 1
nor3: 1
mux2: 2
mux2i: 1
and3: 1
o22ai: 1
xor2: 1
or2b: 2
o21ai: 2
a22oi: 1
o221ai: 1
a211o: 1
nor2b: 1
or3: 1
a211oi: 1
inv: 2
nand2: 2
a21oi: 4
## worst max path at each step
stage | from | to | slack, ns | depth (start not counted)
4_1_cts | I1 | f | -0.008 | 5
5_1_grt | I4 | c | -0.04 | 5
6_report | I4 | c | 0.06 | 5
## layer usage
| layer | GRT usage (%) | vias to the layer above | wire length [µm] |
|---|---|---|---|
| met4 | 0 | 0 | 0 |
| li1 | - | 180 | - |
| met2 | 4.33 | 12 | 389 |
| met1 | 3.63 | 151 | 456 |
| met3 | 0.341 | 0 | 72 |
| met5 | 0 | - | 0 |
## critical path: stages
cell and delay (ns):
sky130_fd_sc_hd__clkdlybuf4s15_1 0.24, sky130_fd_sc_hd__nand2b_1 0.21, sky130_fd_sc_hd__buf_4 0.14, sky130_fd_sc_hd__o221ai_1 0.17, sky130_fd_sc_hd__clkdlybuf4s50_1 0.50
## metrics by stage
step	instance area (µm²)	instances	hold slack (ns)	worst slack (ns)
floorplan	240	36	0.964	0.780
global placement	500	104	2.00	-0.321
detailed placement	500	104	2.00	-0.323
CTS	543	107	1.58	-0.00768
global route	552	107	1.54	-0.0379
finish	552	107	1.48	0.0567
## power groups by stage
stage | clock, W | combinational, W | sequential [W]
after CTS | 0 | 0.0000980 | 0
after global routing | 0 | 0.000105 | 0
final | 0 | 0.0000959 | 0
## what timing repair did
| action | CTS | global route |
|---|---|---|
| buffers inserted | 2 | 0 |
| pin swaps | 2 | 1 |
| gates cloned | 1 | 0 |
| setup endpoints to repair | 12 | 4 |
| gates resized | 16 | 4 |
| hold buffers | 0 | 0 |
## cell families (layout without fill, tap and decap cells)
group	count (synthesis)	in the layout	synth area share, %
XOR/XNOR	1	1	3.65
AND-OR/OR-AND	12	12	31.3
buffers and inverters	6	31	16.7
AND/OR/NAND/NOR	14	14	34.9
multiplexers	3	3	13.5
## layout by cell type (no fill, tap or decap), drive strengths merged
cell / netlist / final
clkdlybuf4s50: 0 / 6
a211oi: 1 / 1
o21ai: 2 / 2
o22ai: 1 / 1
dlymetal6s2s: 0 / 3
inv: 2 / 2
or3: 1 / 1
buf: 4 / 13
nand3: 1 / 1
mux2i: 1 / 1
nand2b: 3 / 3
a22oi: 1 / 1
and3: 1 / 1
clkdlybuf4s15: 0 / 2
nor2b: 1 / 1
nor3: 1 / 1
mux2: 2 / 2
a211o: 1 / 1
or2b: 2 / 2
and2b: 1 / 1
xor2: 1 / 1
a21oi: 4 / 4
nor2: 1 / 1
o221ai: 1 / 1
nand2: 2 / 2
dlygate4sd2: 0 / 5
a31oi: 1 / 1
## area by class of cell
| type | instances | area [µm²] |
|---|---|---|
| inverter | 2 | 7.51 |
| tap | 46 | 57.6 |
| fill | 377 | 2860 |
| timing repair buffer | 29 | 272 |
| multi-input combinational | 30 | 215 |
Power and IR drop assume default switching activity.
