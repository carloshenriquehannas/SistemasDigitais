--- design.v ---
module Trabalho2Exercicio1(X, Y, op1, op2, op3, op4, sel, enable, Z);
input [1:0] X;
input [1:0] Y;
input [1:0] sel;
input enable;
output [3:0] op1;
output [3:0] op2;
output [3:0] op3;
output [3:0] op4;
output reg [3:0] Z;
SOMAula S1(
	.X (X),
	.Y (Y),
	.enable (enable),
	.op1 (op1)
);
MULula M1(
	.X (X),
	.Y (Y),
	.enable (enable),
	.op2 (op2)
);
ANDula A1(
	.X (X),
	.Y (Y),
	.enable (enable),
	.op3 (op3)
);
ORula O1(
	.X (X),
	.Y (Y),
	.enable (enable),
	.op4 (op4)
);
always @ (posedge enable)
	begin
		if(sel == 2'b00)
		begin
			Z[3:0] = op1[3:0];
			Z = op1;
		end
		if(sel == 2'b01)
		begin
			Z[3:0] = op2[3:0];
		end
		if(sel == 2'b10)
		begin
			Z[3:0] = op3[3:0];
		end
		if(sel == 2'b11)
		begin
			Z[3:0] = op4[3:0];
		end
	end
endmodule
module SOMAula(X, Y, enable, op1);
input [1:0] X;
input [1:0] Y;
input enable;
output reg [3:0] op1;
always @ (posedge enable)
	begin
		op1[0] = (X[0] & ~Y[0]) | (~X[0] & Y[0]);
		op1[1] = (~X[1] & X[0] & ~Y[1] & Y[0]) | (X[1] & X[0] & Y[1] & Y[0]) | (~X[1] & ~X[0] & Y[1]) | (X[1] & ~X[0] & ~Y[1]) | (~X[1] & Y[1] & ~Y[0]) | (X[1] & ~Y[1] & ~Y[0]);
		op1[2] = (X[1] & Y[1]) | (X[1] & X[0] & Y[0]) | (X[0] & Y[1] & Y[0]);
		op1[3] = 1'b0;
	end
endmodule
module MULula(X, Y, enable, op2);
input [1:0] X;
input [1:0] Y;
input enable;
output reg [3:0] op2;
always @ (posedge enable)
	begin
		op2[0] = X[0] & Y[0];
		op2[1] = (X[0] & Y[1]) ^ (X[1] & Y[0]);
		op2[2] = (X[1] & ~X[0] & Y[1]) | (X[1] & Y[1] & ~Y[0]);
		op2[3] = X[1] & X[0] & Y[1] & Y[0];
	end
endmodule
module ANDula(X, Y, enable, op3);
input [1:0] X;
input [1:0] Y;
input enable;
output reg [3:0] op3;
always @ (posedge enable)
	begin
		op3[1:0] = X[1:0] & Y[1:0];
		op3[2] = 1'b0;
		op3[3] = 1'b0;
	end
endmodule
module ORula(X, Y, enable, op4);
input [1:0] X;
input [1:0] Y;
input enable;
output reg [3:0] op4;
always @ (posedge enable)
	begin
		op4[1:0] = X[1:0] | Y[1:0];
		op4[2] = 1'b0;
		op4[3] = 1'b0;
	end
endmodule
--- run.sh ---
#!/bin/bash
# OpenROAD 26Q1-2900-gdf79404cd8, Yosys 0.63+post, stock flow scripts
make -C /OpenROAD-flow-scripts/flow DESIGN_CONFIG=/design/flow/config.mk WORK_HOME=/design/flow/orfs finish
--- config.mk ---
export PLATFORM = sky130hd
export DESIGN_NAME = Trabalho2Exercicio1
export DESIGN_NICKNAME = Trabalho2Exercicio1
export VERILOG_FILES = /design/flow/design.v
export SDC_FILE = /design/flow/constraint.sdc
export NUM_CORES = 4
export LEC_CHECK = 1
export CORE_AREA = 10 10 78 78
export DIE_AREA = 0 0 88 88
--- constraint.sdc ---
current_design Trabalho2Exercicio1

set clk_period 1.7
set clk_io_pct 0.2

create_clock -name clk0 -period $clk_period [get_ports {enable}]

set non_clock_inputs [all_inputs -no_clocks]
set_input_delay [expr $clk_period * $clk_io_pct] -clock clk0 $non_clock_inputs
set_output_delay [expr $clk_period * $clk_io_pct] -clock clk0 [all_outputs]
==> changes_impl.md <==
### Physical design

* Skew final at about 0.0008 ns
* Top cell area share at 0.4444
* Ys cells at about 49
* Worst-Skew Late Latency at about 0.23 ns
* Root buffer cell: clkbuf_8
* Num CTS Buffers at 3
* Synthesis area per yosys at 540.5 um^2
* Crit start category: register
* Largest net degree at the start of global routing at 9
* Die Span Y at between 80 and 90 um
* Hold Buf Count CTS at 0
* Total GRT Usage at 0.03357
* Vias per cell at 3.000
* Crit path cell chain: clkdlybuf4s50_1
* Max Freq at between 700 and 800 MHz
* Final number of setup-violating endpoints at 0
* Cell taking the most area after synthesis: dfxtp_1
* Final Util at 0.1905
* Post-CTS setup buffer count at 0
* WP data arrival at 1.08 ns
* CTS tree: built
* Remaining Overflow, GRT at 0
* Die X-Extent at between 80 and 90 um
* Mapped Cells at roughly 50
* Slowest stage cell, crit path: clkdlybuf4s50_1
* Critical path depth in cells at 1
* Registers, synthesis at 14
* CP bufs+invs at 1
* Min Clock Period, post-route at 1.422 ns
* DR WL/cell at between 10 and 15 um
* CP Capture Type: primary output
* Final Slew Violations at 0
* Final ANT Viol Nets at 0
* Hold WC Path Type: register to register
* CORE AREA at approximately 4400 um^2
* Die area at between 7000 and 8000 um^2
* Routability cong. at about 0.68
* # rows at 24
* Outcome: complete, no violations
* First-pass GRT wire length at 2001 um
* Initial DRC Count at 19
* CTS Sinks at 14
* Final Hold Vio Count at 0
* Pre-Repair DR Iteration Count at 4
* Final HPWL DP at approximately 1200 um
* Setup TNS at 0 ns
* Final Cycle Share at 0.8364
* Synthesis Warnings at 5
* Top cells, area: dfxtp_1 (44%), edfxtp_1 (11%), buf_4 (8.3%)
* P per Cell Area at 927.9 nW/um^2
* Reg2Reg Setup Slack at between 0.6 and 0.7 ns
* Reg2reg path depth at 1
* Crit Path Max Fanout at 4
* Clk buf depth at 2
* Routed via count at between 300 and 400
* RSZ-0062 raised after global routing: false
* Initial antenna violation count at 0
* # DRC at 0
* Fp util at 0.1224
* CTS clock-pin slew for the worst setup and hold paths at roughly 0.05 ns
* Crit path launch: A1.op3[0]$_DFF_P_
* Reg2Reg Launch Point: O1.op4[1]$_DFF_P_
* Vias in the first global route at 393
* OpenROAD warning count at 26
* Lkg Pwr at 0.3550 nW
* Synth Cell Area at between 500 and 600 um^2
* Yosys cell types at 15
* Max-cap violation count at 0
* N_diodes at 0
* CP Class: register to primary output
* Area Growth Syn to Fin at 55.56%
* Peak VDD IR at around 0.0003 V
* Commonest Layout Cell: clkdlybuf4s50_1
* Post-CTS sizing at 0
* Top cells excl fill/tap: clkdlybuf4s50_1 (21), dfxtp_1 (12), conb_1 (7)
* Worst reg2reg endpoint: Z[1]$_DFFE_PP_
* Seq share, synth at 0.5556
* Final wirelength at approximately 1300 um
* # port buffers at 21
* Crit path to: op2[0]
* I/O Pins at 27
* Fraction of layout cells with a size suffix above 1 at 0.08219
* Largest stage delay, worst path at roughly 0.48 ns
* Htree depth at 1
* CP delay by family, top: buffers and inverters
* Avg Inst Size Synth at ~11 um^2
* Worst EP required at 1.36 ns
-- logic make-up (layout without fill, tap and decap cells) --
family                     count (synthesis)  count (layout)  share of synthesized area
DFF                                       14              14                     0.5556
AOI/OAI and AO/OA                          2               2                    0.01850
other                                      2               7                    0.01389
buffers and inverters                     12              31                     0.1389
adders and majority gates                  2               2                    0.04629
xor gates and xnor gates                   3               3                    0.04862
and+or+nand+nor                            9               9                    0.06250
muxes                                      5               5                     0.1157
-- worst min-delay path by stage --
stage	startpoint	depth (start not counted)	endpoint	slack, ns
5_1_grt	M1.op2[3]$_DFF_P_	2	Z[3]$_SDFFE_PP0P_	0.49
4_1_cts	M1.op2[3]$_DFF_P_	2	Z[3]$_SDFFE_PP0P_	0.47
6_report	M1.op2[3]$_DFF_P_	2	Z[3]$_SDFFE_PP0P_	0.46
-- Yosys cell counts --
cell	n
a21oi_1	1
xnor2_1	1
xor2_1	2
buf_6	1
mux4_2	1
inv_1	5
mux2i_1	4
conb_1	2
ha_1	2
dfxtp_1	12
nand2_1	5
edfxtp_1	2
o21ai_0	1
nor2_1	4
buf_4	6
-- cell type report --
cell class / instances / area [um^2]
inverter: 5 / 18.77
multi-input combinational: 28 / 183.9
sequential: 14 / 300.3
timing repair buffer: 22 / 217.7
clock buffer: 4 / 55.05
tap: 52 / 65.06
fill: 467 / 3573
-- through the flow --
stage	instances	setup WS, ns	total power [mW]	hold slack [ns]	instance area, um^2
final	125	0.2782	0.7802	0.4628	840.8
after global routing	125	0.2361	0.8227	0.4868	840.8
after CTS	125	0.2614	0.7967	0.4651	840.8
after detailed placement	121	0.09077	0.4882	0.4503	785.8
after global placement	121	0.08839	0.4859	0.4408	785.8
after floorplan	54	0.5222	0.4145	0.4022	559.3
-- routing by layer --
| metal | global-route usage | routed length (um) | vias up |
|---|---|---|---|
| met3 | 0.01497 | 109 | 2 |
| li1 | - | - | 187 |
| met2 | 0.06548 | 704 | 15 |
| met5 | 0 | 0 | - |
| met4 | 0.005797 | 27 | 0 |
| met1 | 0.03129 | 462 | 171 |
-- state kept, by name, indices dropped and copies added, names as in the netlist --
| name | count |
|---|---|
| A1.op3 | 2 |
| M1.op2 | 3 |
| O1.op4 | 2 |
| S1.op1 | 3 |
| Z | 4 |
-- report_power, final --
group | switching, mW | internal, mW
Sequential | 0.0112 | 0.362
Clock | 0.0994 | 0.204
Combinational | 0.0319 | 0.0713
Power is estimated from default activity; no workload was simulated.
