==> /design/flow/design.v <==
module DFF(clock, reset, d, q, qb);
	input clock;
	input reset;
	input d;
	output q;
	output qb;
	reg q;
	assign qb = ~q;
	always @(posedge clock or posedge reset)
	begin
		if(reset) begin
			q <= 1'b0;
		end else begin
			q <= d;
		end
	end
endmodule
module CreateRegister(clock, enable, reset, A, q);
	input clock;
	input enable;
	input reset;
	input [31:0] A;
	output wire [31:0] q;
	wire [31:0] qb;
	genvar i;
	reg[31:0] d;
	generate for(i = 0; i < 32; i = i + 1) begin: label 
			DFF array(clock, reset, d[i], q[i], qb[i]);
		end
	endgenerate
	always @(posedge clock)
	if(clock) begin
		d[31:0] = A[31:0];
	end
endmodule
module Trabalho3(address, data_in, read_write, clock, enable, data_out);
	input [2:0] address;
	input [31:0] data_in;
	input read_write;
	input clock;
	input enable;
	output [31:0] data_out;
	reg [31:0] reg_out;
	reg [31:0] reg1;
	reg [31:0] reg2;
	reg [31:0] reg3;
	reg [31:0] reg4;
	reg [31:0] reg5;
	reg [31:0] reg6;
	reg [31:0] reg7;
	reg [31:0] reg8;	
	CreateRegister register1(clock, enable, reset, reg1);
	CreateRegister register2(clock, enable, reset, reg2);
	CreateRegister register3(clock, enable, reset, reg3);
	CreateRegister register4(clock, enable, reset, reg4);
	CreateRegister register5(clock, enable, reset, reg5);
	CreateRegister register6(clock, enable, reset, reg6);
	CreateRegister register7(clock, enable, reset, reg7);
	CreateRegister register8(clock, enable, reset, reg8);
	always @(posedge clock)
	begin
		if(enable == 1) begin
			if(read_write == 0) begin
				if(address == 3'b000) begin
					reg1 <= data_in;
				end else if(address == 3'b001) begin
					reg2 <= data_in;
				end else if(address == 3'b010) begin
					reg3 <= data_in;
				end else if(address == 3'b011) begin
					reg4 <= data_in;
				end else if(address == 3'b100) begin
					reg5 <= data_in;
				end else if(address == 3'b101) begin
					reg6 <= data_in;
				end else if(address == 3'b110) begin
					reg7 <= data_in;
				end else if(address == 3'b111) begin
					reg8 <= data_in;
				end
			end
			else begin
				if(address == 3'b000) begin
					reg_out <= reg1;
				end else if(address == 3'b001) begin
					reg_out <= reg2;
				end else if(address == 3'b010) begin
					reg_out <= reg3;
				end else if(address == 3'b011) begin
					reg_out <= reg4;
				end else if(address == 3'b100) begin
					reg_out <= reg5;
				end else if(address == 3'b101) begin
					reg_out <= reg6;
				end else if(address == 3'b110) begin
					reg_out <= reg7;
				end else if(address == 3'b111) begin
					reg_out <= reg8;
				end
			end
		end
	end
	assign data_out = reg_out;
endmodule
==> /design/flow/run.sh <==
#!/bin/bash
# OpenROAD 26Q1-2900-gdf79404cd8, Yosys 0.63+post, stock flow scripts
make -C /OpenROAD-flow-scripts/flow DESIGN_CONFIG=/design/flow/config.mk WORK_HOME=/design/flow/orfs finish
==> /design/flow/config.mk <==
export PLATFORM = sky130hd
export DESIGN_NAME = Trabalho3
export DESIGN_NICKNAME = Trabalho3
export VERILOG_FILES = /design/flow/design.v
export SDC_FILE = /design/flow/constraint.sdc
export NUM_CORES = 4
export LEC_CHECK = 1
export CORE_UTILIZATION = 40
==> /design/flow/constraint.sdc <==
current_design Trabalho3

set clk_period 8.9
set clk_io_pct 0.2

create_clock -name clk0 -period $clk_period [get_ports {clock}]

set non_clock_inputs [all_inputs -no_clocks]
set_input_delay [expr $clk_period * $clk_io_pct] -clock clk0 $non_clock_inputs
set_output_delay [expr $clk_period * $clk_io_pct] -clock clk0 [all_outputs]
==> flow_summary_export.csv <==
group,metric,value,unit
critical_path,crit_buf_inv,3,
power_and_ir_drop,leakagePower,4.25,nW
flow_run,maxCapViolCount,0,
global_routing,grt_max_degree,53,
timing,drv_slew,0,
timing,layout_min_cycle_time,3.90,ns
drt,via_per_inst,5.25,
synth,xor_area_frac,0,
synth,ys_seq_share,0.792,
clock_tree,cts_made_buffers,29,
place,dp_hpwl,11.0,mm
die,die_w,167,microns
synth,synthDistinctLibCells,27,
critical_path,crit_fanout,48,
die,fp-utilization,0.406,
die,core,26900,sq um
synth,syn_inst,446,
critical_path,crit_slowest_cell,"buf_4",
critical_path,path_class,"in -> reg",
synth,logic_family,"multiplexers",
die,chipHeight,167,microns
die,die-area,28000,sq um
drt,vias,4736,
timing,rsz0062_at_grt,"false",
timing,timing.hold.ws,0.748,ns
timing,max_slew.worst_pin.slew,0.726,ns
clock_tree,cts_max_path_buffers,3,
critical_path,cp-end-kind,"flop",
timing,finClkSkew,0.0138,ns
synth,adder_share,0,
global_routing,grt_pass1_vias,5301,
synth,synth-simple-area-share,0.0112,
cells_and_area,drive_gt1_frac,0.223,
place,place.gp.congestion,0.775,
timing,setup_tns,0,ns
critical_path,crit_chain,"buf_4, buf_4, nand2b_1, nor2_4, buf_4",
die,io_pins,70,
critical_path,cpLargestDelayFamily,"buffers and inverters",
timing,slew_headroom,0.516,
clock_tree,tritoncts,"yes",
synth,yosys-stat-area,10900,sq um
clock_tree,cts_root_buf,"clkbuf_16",
synth,avgSynthCellArea,24.5,sq um
place,io_buffer_count,69,
critical_path,slowest_delay,0.67,ns
synth,ys_cells,446,
synth,syn-cell-area,10900,sq um
critical_path,critical_path_arrival,4.12,ns
synth,ys_sh_mux,0.172,
timing,fin_crit_sh,0.438,
global_routing,overflow,0,
synth,ys_sh_aoi,0.0101,
global_routing,grt_pass1_wl,29.9,mm
power_and_ir_drop,power_density,230,nW/um^2
drt,route.detailed.drc,0,
timing,hold_violations,0,
drt,ant_nets,0,
clock_tree,numClockSinks,288,
global_routing,grt_usage,0.158,
clock_tree,ctsResizeCount,0,
outcome,status,"finished clean",
timing,setup_violations,0,
clock_tree,clk_pin_slew,0.06,ns
drt,wl_per_cell,21.6,microns
flow_run,warnings,25,
critical_path,startpoint_type,"primary input",
cells_and_area,synthToLayoutAreaGrowth,20.2,%
drt,wirelength,19.5,mm
timing,max_freq,256,MHz
synth,numSynthFlops,288,
die,rows,60,
clock_tree,clock_latency,0.54,ns
clock_tree,htree_levels,1,
synth,ys.warnings.count,4,
clock_tree,cts_setup_buffers,0,
drt,dr.first_iter.drc_count,187,
drt,dr.pass1.iters,7,
clock_tree,ctsHoldBuffers,0,
critical_path,required,9.12,ns
global_routing,antenna_found_initial,1,
hold_path,hold_class,"reg -> reg",
critical_path,crit_top_cell,"buf_4",
power_and_ir_drop,vdd_drop_max,0.000151,V
worst paths after layout:
| check | from | endpoint | slack [ns] | depth (start not counted) |
|---|---|---|---|---|
| setup / recovery | address[0] | reg2[30] | 5.00 | 5 |
| hold / removal | reg1[2] | reg_out[2] | 0.75 | 2 |
| setup reg to reg | reg7[7] | reg_out[7] | 7.45 | 2 |
| hold reg to reg | reg1[2] | reg_out[2] | 0.75 | 2 |
through the flow:
step | cell area (sq um) | total power, mW | setup slack [ns] | utilization | std cells
after global routing | 13100 | 3.11 | 4.76 | 0.489 | 901
after CTS | 13100 | 3.06 | 4.93 | 0.489 | 901
after floorplan | 10900 | 1.63 | 4.66 | - | 446
final | 13100 | 3.03 | 5.00 | 0.489 | 902
after global placement | 12000 | 1.70 | 4.41 | 0.448 | 847
after detailed placement | 12000 | 1.70 | 4.34 | 0.448 | 847
cells in the final DEF, fill, tap and decap left out, types with 8 or more instances in the layout:
cell,netlist,routed
clkdlybuf4s50_1,0,67
bufinv_16,0,9
mux2_2,31,31
mux4_2,20,20
clkbuf_16,0,29
buf_4,1,14
edfxtp_1,288,288
mux4_1,39,39
nor2_4,0,8
synthesized netlist by cell type (all sizes together):
cell type  number  share of area
a21oi           5         0.0023
a22oi           1        0.00069
a311oi          2         0.0016
and2            1        0.00057
and3b           2         0.0016
buf            21          0.014
clkinv          1        0.00034
edfxtp        288           0.79
inv             2        0.00069
mux2           31          0.032
mux2i           5         0.0046
mux4           59           0.14
nand2           5         0.0017
nand2b          1        0.00057
nand3           1        0.00046
nand3b          1        0.00069
nor2           10         0.0034
nor3            2        0.00092
nor3b           1        0.00069
o21ai           2        0.00092
o221ai          2         0.0016
o32ai           2         0.0030
or2             1        0.00057
worst reg2reg max path, cell delays in order, from the launching register on:
cell	delay, ns
edfxtp_1	0.37
mux4_1	0.56
mux2_2	0.29
metal layers:
metal / GRT usage / wire [microns] / part of all wire / up-vias
li1: - / - / - / 2111
met3: 0.0855 / 2180 / 0.11 / 31
met4: 0.0283 / 450 / 0.023 / 0
met2: 0.254 / 9890 / 0.51 / 260
met1: 0.202 / 6940 / 0.36 / 2334
met5: 0.00348 / 0 / 0 / -
sequential cells by signal, summed over array words and instances (netlist names):
signal,cells
reg5,32
reg_out,32
reg4,32
reg3,32
reg1,32
reg8,32
reg7,32
reg2,32
reg6,32
logic make-up (layout without fill, tap and decap cells):
family | Yosys count | after routing
flops | 288 | 288
compound gates | 14 | 14
simple gates | 25 | 25
buf+inv | 24 | 138
mux | 95 | 95
other cells | 0 | 1
power by group:
group / switching, mW / internal, mW / leakage, nW
Combinational: 0.0671 / 0.0679 / 1.12
Clock: 0.497 / 0.860 / 0.520
Sequential: 0.00630 / 1.53 / 2.61
layout make-up:
class	count	area, sq um
multi-input cells	134	2170
inverters	3	11.3
flip-flops and latches	288	8650
diodes	1	2.50
repair buffers	81	776
well taps	341	427
clock inverters	24	370
clock buffers	30	729
fillers	2093	13700
Power figures rest on the tool's default switching activity, not on a simulated workload.
